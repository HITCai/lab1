File: flow/config.mk
export PLATFORM = sky130hd
export DESIGN_NAME = MEM_WB
export DESIGN_NICKNAME = MEM_WB
export VERILOG_FILES = /design/flow/design.v
export SDC_FILE = /design/flow/constraint.sdc
export NUM_CORES = 4
export LEC_CHECK = 1
export CORE_AREA = 10 10 267 267
export DIE_AREA = 0 0 277 277
File: flow/constraint.sdc
current_design MEM_WB

set clk_period 1.0
set clk_io_pct 0.2

create_clock -name clk0 -period $clk_period [get_ports {clk}]

set non_clock_inputs [all_inputs -no_clocks]
set_input_delay [expr $clk_period * $clk_io_pct] -clock clk0 $non_clock_inputs
set_output_delay [expr $clk_period * $clk_io_pct] -clock clk0 [all_outputs]
File: flow/design.v
`timescale 1ns / 1ps
module Container(
    input wire [31:0] in,
    input clk,
    input resetn,
    output reg [31:0] out
    );
    always @(posedge clk) begin
    if(!resetn) out <= 32'h00000000;
    else out <= in;
    end
endmodule
`timescale 1ns / 1ps
module MEM_WB(
        input clk,
        input resetn,
        input [31:0] cpc,
        output reg [31:0] outpc,
        input [1:0] pcsourse,
        output reg [1:0] outpcsourse,
        input [31:0] npc,
        input [31:0] bpc,
        output reg [31:0] npcout,
        output reg [31:0] bpcout,
        input wreg,
        input [1:0] m2reg,
        output reg outwreg,
        output reg [1:0] outm2reg,
        input [31:0] aluout,
        output [31:0] out_aluout,
        input [31:0] ldm,
        output [31:0] outldm,
        input [4:0] MEM_rn,
        output reg [4:0] WB_rn,
        input [31:0] MEM_inst,
        output [31:0] WB_inst,
        input [31:0] MEM_rb,
        output reg [31:0] WB_rb
    );
    Container ALUout(
        .in(aluout),
        .out(out_aluout),
        .clk(clk),
        .resetn(resetn)
    );
    Container MEM_WB_IR(
        .in(MEM_inst),
        .out(WB_inst),
        .clk(clk),
        .resetn(resetn)
    );
    Container LMD(
        .in(ldm),
        .out(outldm),
        .clk(clk),
        .resetn(resetn)
    );
    always @(posedge clk or negedge resetn) begin
        if(!resetn)begin
        outpcsourse <= 32'h00000000;
        npcout <= 32'h00000000;
        bpcout <= 32'h00000000;
        outm2reg <= 0;
        outwreg <= 0;
        WB_rn <= 5'b00000;
        WB_rb <= 32'h00000000;
        outpc <= 32'h00000000;
        end
        else if (MEM_inst == 32'h00000000) begin
        outpcsourse <= 0;
        npcout <= 32'h00000000;
        outm2reg <= 0;
        outwreg <= 0;
        WB_rn <= 5'b00000;
        WB_rb <= 32'h00000000;
        outpc <= 32'h00000000;
        bpcout <= bpc;
        outpc <= cpc;
        end
        else begin
        WB_rb <= MEM_rb;
        outpcsourse <= pcsourse;
        bpcout <= bpc;
        npcout <= npc;
        outm2reg <= m2reg;
        outwreg <= wreg;
        WB_rn <= MEM_rn;
        outpc <= cpc;
        end
    end
endmodule
File: flow/run.sh
#!/bin/bash
# OpenROAD 26Q1-2900-gdf79404cd8, Yosys 0.63+post, stock flow scripts
make -C /OpenROAD-flow-scripts/flow DESIGN_CONFIG=/design/flow/config.mk WORK_HOME=/design/flow/orfs finish
==> out/qor.log <==
[status] status complete, but fails checks
[status] failing checks setup timing
[hold_path] launch point of the worst hold path MEM_inst[1]
[final_timing] transition at the pin with the smallest max-transition slack 741 ps
[die] Die Y-Extent 277 um
[critical_path] CP Data Arrival Time 1110 ps
[detailed_routing] routed wirelength normalized by instance count 17.5 um
[detailed_routing] number of remaining DRC errors 0
[logic_synthesis] dominant combinational cell family by area after synthesis AND-OR/OR-AND gates
[global_route] number of global-route vias before repair 6161
[layout] layout cell share with drive strength beyond 1 0.445
[clocking] number of levels the H-tree was split into 1
[layout] final core area utilization 0.206
[global_route] maximum number of pins on one net before global-route repair 51
[logic_synthesis] yosys synthesis chip area 7060 um2
[final_timing] maximum clock frequency 766 MHz
[die] chip area 76700 um2
[die] standard-cell row count 94
[global_route] overflow left after global routing 0
[detailed_routing] tally of nets with antenna violations remaining after routing 0
[critical_path] highest cell delay on the worst timing path 410 ps
[layout] layout overhead on the synthesized area 91.3%
[clocking] clock tree from TritonCTS yes
[logic_synthesis] portion of netlist area occupied by mux cells 0
[logic_synthesis] summed instance area of the synthesized netlist 7060 um2
[logic_synthesis] Synth Flop Type dfrtp_1
[die] Ports 470
[place] total of buffers placed on input and output ports 469
[critical_path] Worst Setup End Kind primary output
[logic_synthesis] area share of and-or/or-and cells after synthesis 0.106
[logic_synthesis] top cells by instance count after synthesis dfrtp_1, and2_1, dfxtp_1
[final_timing] normalized max-slew margin 0.504
[final_timing] number of hold violations in the final report 0
[logic_synthesis] Avg Cell Area, Syn 16.1 um2
[detailed_routing] routed wire length 32.8 mm
[final_timing] share of the cycle needed by the critical path after routing 1.31
[detailed_routing] average via count per standard cell 2.93
[final_timing] post-route worst setup slack -306 ps
[detailed_routing] via total after detailed routing 5499
[final_timing] count of pins over their slew limit 0
[hold_path] Min-Delay Endpoint MEM_WB_IR.out[1]
[critical_path] highest net fanout along the worst path 1
[clocking] post-CTS clock slew at the launch and capture registers of the worst setup and hold paths 60 ps
[logic_synthesis] async set-or-reset flop fraction in the synthesized netlist 0.590
[job] number of maximum-capacitance constraint violations 0
[clocking] TritonCTS Sinks 234
[logic_synthesis] number of cells produced by synthesis 440
[detailed_routing] Detailed Routing Iterations Pass 1 4
[critical_path] crit path DRT 800 ps
[logic_synthesis] post-synthesis xor/xnor area fraction 0
[final_timing] unrepaired setup endpoints after global routing true
[power] Max rail drop VDD 0.00109 V
[logic_synthesis] number of cells in Yosys stat 440
[die] x dimension of the die 277 um
[critical_path] kind of cell adding the most delay to the critical path flip-flops
[detailed_routing] DRT iter0 DRCs 159
[clocking] maximum buffer depth of the clock tree 3
[layout] Layout Cells excl Fill 1879
[logic_synthesis] post-synthesis register bit count 234
[power] power per standard cell area 1640 nW/um2
[hold_path] Hold Path Depth 3
[critical_path] cells along the critical path buf_2
[logic_synthesis] area share of the leading cell type in the synthesized netlist 0.489
[clocking] root buf cell clkbuf_16
[global_route] Global Route Usage Sum 0.0821
[place] Post-DP HPWL 24.9 mm
[logic_synthesis] count of different cell masters after synthesis 14
[logic_synthesis] fa+ha+maj area frac 0
[logic_synthesis] biggest area consumer among synthesized cells dfrtp_1
[logic_synthesis] share of synthesized area occupied by flip-flops and latches 0.761
[hold_path] min-delay worst type primary input to flop
[die] Starting Density 0.108
[power] P_leak 5.86 nW
[logic_synthesis] number of synthesis warnings 2
[global_route] antenna violations before repair 4
[final_timing] post-layout minimum cycle time 1310 ps
[critical_path] cell with the biggest individual delay on the critical path dfrtp_1
[final_timing] number of endpoints failing setup at the final stage 292
[logic_synthesis] Yosys top cell by instances dfrtp_1
[global_route] wire length of the first global-routing pass 45.7 mm
[critical_path] nature of the critical path startpoint flop
[logic_synthesis] Area contributors post-synth dfrtp_1, dfxtp_1, and2_1, a21boi_2, a21boi_0
[logic_synthesis] number of synthesized flops with an enable pin 0
[die] core area 65600 um2
[place] Placed Cells incl. Taps 1785
[clocking] Inserted Clock Buffers 27
[place] Placer Congestion 0.836
[logic_synthesis] yosys simple share 0.0946
[job] number of warning messages in the logs 28
[critical_path] Critical Setup Path Class flop to primary output
[place] pre-CTS setup slack -1050 ps
[critical_path] number of buffers and inverters on the critical path 1
layout by cell type, fill, tap and decap left out, drive strengths merged:
| cell type | count |
|---|---|
| buf | 296 |
| clkdlybuf4s50 | 202 |
| dfrtp | 138 |
| and2 | 96 |
| dfxtp | 96 |
| a21boi | 74 |
| clkbuf | 51 |
| dlygate4sd3 | 29 |
| clkinv | 9 |
| nor4 | 8 |
| clkdlybuf4s15 | 5 |
| inv | 3 |
| dlygate4sd2 | 3 |
| and4 | 2 |
| bufinv | 2 |
| diode | 1 |
final cells by class:
cell class / count / area [um2]
well taps: 864 / 1080
fillers: 7056 / 52100
multi-input cells: 180 / 1520
clock inverters: 14 / 136
diodes: 1 / 2.50
flip-flops and latches: 234 / 5410
repair buffers: 551 / 4600
clock buffers: 35 / 768
stage by stage:
| step | total power (W) | hold slack, ps | instance area (um2) | TNS (ps) |
|---|---|---|---|---|
| finish | 0.0222 | 20.3 | 13500 | -58500 |
| global route | 0.0234 | 4.59 | 13500 | -82160 |
| CTS | 0.0227 | 9.04 | 13400 | -66390 |
| detailed placement | 0.0128 | 292 | 13000 | -77890 |
| global placement | 0.0128 | 288 | 13000 | -79730 |
| floorplan | 0.0104 | -95.6 | 7060 | -10270 |
logic make-up (layout without fill, tap and decap cells):
family | after synthesis | after routing
buf+inv | 26 | 600
flops | 234 | 234
other cells | 0 | 1
compound gates | 74 | 74
simple gates | 106 | 106
power by group:
group	internal (W)	switching [W]	leakage, nW	total (W)
combinational	0.00147	0.000663	2.99	0.00213
sequential	0.00991	0.000137	2.42	0.0100
clock	0.00594	0.00407	0.449	0.0100
registers in the layout (all words and copies together), names as in the netlist:
signal / cells
WB_rn: 5
ALUout.out: 32
outwreg: 1
npcout: 32
bpcout: 32
outpc: 32
LMD.out: 32
outm2reg: 2
WB_rb: 32
MEM_WB_IR.out: 32
outpcsourse: 2
routing by layer:
metal / track usage / wire length (um) / up-vias
li1: - / - / 2539
met1: 0.0925 / 12400 / 2606
met2: 0.130 / 14900 / 312
met3: 0.0538 / 4850 / 38
met4: 0.0134 / 614 / 4
met5: 0 / 27 / -
timing repair:
item / 4_1_cts / 5_1_grt
hold buffers: 22 / 7
endpoints found under the setup margin: 308 / 410
pin swaps: 14 / 9
hold endpoints to repair: 128 / 106
setup buffers: 9 / 3
cloned: 6 / 3
gates resized: 895 / 59
worst max path at each step:
stage / from / endpoint / cells after the start
final: outpc[6] / outpc[6] / 1
after CTS: WB_rb[6] / WB_rb[6] / 1
after global routing: WB_rb[6] / WB_rb[6] / 1
Power and IR drop assume default switching activity.
