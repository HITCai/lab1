$ cat design/flow/constraint.sdc
current_design ALU

set clk_period 15.0
set clk_io_pct 0.2

create_clock -name clk0 -period $clk_period

set non_clock_inputs [all_inputs -no_clocks]
set_input_delay [expr $clk_period * $clk_io_pct] -clock clk0 $non_clock_inputs
set_output_delay [expr $clk_period * $clk_io_pct] -clock clk0 [all_outputs]
$ cat design/flow/design.v
`timescale 1ns / 1ps
module ALU (
    input  [31:0]   A   ,
    input  [31:0]   B   ,
    input           Cin ,
    input  [4:0]    Card,
    output [31:0]   F   ,
    output          Cout,
    output          Zero
);
    wire [32:0]    Final; 
    wire [31:0]    add_result;
    wire [31:0]    addi_result;
    wire [31:0]    sub_result;
    wire [31:0]    subi_result;
    wire [31:0]    rsub_result;
    wire [31:0]    rsubi_result;
    wire [31:0]    ga_result;
    wire [31:0]    gb_result;
    wire [31:0]    nega_result;
    wire [31:0]    negb_result;
    wire [31:0]    or_result;
    wire [31:0]    and_result;
    wire [31:0]    xnor_result;
    wire [31:0]    xor_result;
    wire [31:0]    nand_result;
    wire [31:0]    zero_result;
    wire [31:0]    slt_result;
    wire [31:0]    sll_result;
    wire [31:0]    pc_result;
    assign add_result   = A + B;
    assign addi_result  = A + B + Cin;
    assign sub_result   = A - B;
    assign subi_result  = A - B - Cin;
    assign rsub_result  = B - A;
    assign rsubi_result = B - A - Cin;
    assign ga_result    = A;
    assign gb_result    = B;
    assign nega_result  = ~A;
    assign negb_result  = ~B;
    assign or_result    = A | B;
    assign and_result   = A & B;
    assign xnor_result  = ~(A ^ B);
    assign xor_result   = A ^ B;
    assign nand_result  = ~(A & B);
    assign zero_result  = 32'b0;
    assign slt_result   = A<B ? 1:0;
    assign sll_result   = B << A;
    assign pc_result    = A + (B << 2);
    assign Final   =({32{Card == 5'b00001}}    & add_result)    |
                    ({32{Card == 5'b00010}}   & addi_result)   |
                    ({32{Card == 5'b00011}}    & sub_result)    |
                    ({32{Card == 5'b00100}}   & subi_result)   |
                    ({32{Card == 5'b00101}}   & rsub_result)   |
                    ({32{Card == 5'b00110}}  & rsubi_result)  |
                    ({32{Card == 5'b00111}}     & ga_result)     |
                    ({32{Card == 5'b01000}}     & gb_result)     |
                    ({32{Card == 5'b01001}}   & nega_result)   |
                    ({32{Card == 5'b01010}}   & negb_result)   |
                    ({32{Card == 5'b01011}}     & or_result)     |
                    ({32{Card == 5'b01100}}    & and_result)    |
                    ({32{Card == 5'b01101}}   & xnor_result)   |
                    ({32{Card == 5'b01110}}    & xor_result)    |
                    ({32{Card == 5'b01111}}   & nand_result)   |
                    ({32{Card == 5'b10000}}   & zero_result)   |
                    ({32{Card == 5'b10001}}   & slt_result)     |
                    ({32{Card == 5'b10010}}   & sll_result)     |
                    ({32{Card == 5'b10011}}   & pc_result);
    assign Cout = Final[32];
    assign F = Final[31:0];
    assign Zero = (F == 32'b0);
endmodule
$ cat design/flow/run.sh
#!/bin/bash
# OpenROAD 26Q1-2900-gdf79404cd8, Yosys 0.63+post, stock flow scripts
make -C /OpenROAD-flow-scripts/flow DESIGN_CONFIG=/design/flow/config.mk WORK_HOME=/design/flow/orfs finish
$ cat design/flow/config.mk
export PLATFORM = sky130hd
export DESIGN_NAME = ALU
export DESIGN_NICKNAME = ALU
export VERILOG_FILES = /design/flow/design.v
export SDC_FILE = /design/flow/constraint.sdc
export NUM_CORES = 4
export LEC_CHECK = 1
export CORE_UTILIZATION = 30
==> run notes <==
run results: class of the most critical hold timing path input port to output pin, count of routing violations after the opening detailed-route iteration ~2,500, fraction of the yosys area taken by sequential cells 0, number of cells in the yosys synthesis report between 2,000 and 2,500, layout sequential cell count 0, floorplan utilization 0.306, highest attainable clock frequency 0.0759 GHz, Register Area 0 sq um, router iterations before antenna repair 8, run status finished clean, post-detailed-route via-to-cell ratio around 6.4, instance count of the mapped netlist approximately 2,500, number of setup buffers added after CTS 0, post-layout minimum cycle time around 13,000 ps, # port buffers about 100, launching instance or port of the critical path A[4], Remaining DRCs 0, Vert. Die Dim 240 microns, final number of max-transition violations 0, Chip Width 240 microns, synth warn 0, worst slew pin tran approximately 1100 ps, final-report hold violation count 0, Mapped Area approximately 0.017 sq mm, ant diodes 0, largest net degree at the start of global routing 58, endpoint kind of the worst setup timing path output pin, area overhead of the layout relative to synthesis 10.5%, total global-route track usage 0.311, worst supply voltage drop on vdd between 0.02 and 0.025 mV, overall chip area about 0.058 sq mm, Detail Route Antenna Nets 0, startpoint class of the critical path input port, placed wire-length estimate after detailed placement roughly 73,000 microns, number of buffers added to fix hold violations after cts 0, warning total across the stage logs roughly 140, Post-Route WL 89,900 microns, antenna violations before repair 3, Worst slew margin 0.241, number of instances resized during post-cts repair 0, share of cells above drive strength 1 0.0837, Top Layout Cells nor2_1, nand2_1, a21oi_1, ha_1, o21ai_0, post-route setup TNS 0 ps, post-layout period usage 0.879, total power divided by cell area approximately 47 mW/mm^2, vias in the first global route around 19,000, post-layout util 0.338, synth unique cells roughly 110, wire length of the first global-routing pass around 130,000 microns, chip area in the Yosys report roughly 0.017 sq mm, worst endpoint data arrival time 10,180 ps, global-route congestion overflow total 0, I/O Pins around 100, highest net fanout along the worst path 31, synthesized area per cell 6.80 sq um, total number of vias roughly 21,000, Core Area between 0.05 and 0.06 sq mm, startpoint-to-endpoint class of the critical path input port to output pin, most frequent standard cell in the layout excluding fill and tap cells nor2_1, MaxCap Viol Count 0, RSZ-0062 raised after global routing no, number of clock buffers in the layout 0, row count ~86, endpoints failing setup 0, final weighted congestion of routability-driven global placement 1.09, CP required ~12,000 ps, destination of the critical timing path Zero, Leakage 7.15 nW, routed wirelength normalized by instance count roughly 28 microns
-- cell type report --
class / count / area (sq um)
Multi-Input combinational cell: 2224 / 15800
Timing Repair Buffer: 177 / 1580
Inverter: 107 / 402
Fill cell: 6119 / 36800
Tap cell: 748 / 936
-- per-stage QoR --
| step | area, sq um | setup WS [ps] | hold WS (ps) | cells | total power (W) |
|---|---|---|---|---|---|
| 4_1_cts | 18800 | 1980 | 7320 | 3256 | 0.000854 |
| 2_1_floorplan | 17000 | 4010 | 6200 | 2496 | 0.000546 |
| 3_3_place_gp | 18800 | 2110 | 7340 | 3256 | 0.000856 |
| 3_5_place_dp | 18800 | 1980 | 7320 | 3256 | 0.000850 |
| 6_report | 18800 | 1820 | 7350 | 3256 | 0.000887 |
| 5_1_grt | 18800 | 1430 | 7340 | 3256 | 0.000940 |
-- where the power goes --
| part | switching [W] | leakage [nW] | internal [W] |
|---|---|---|---|
| clock network | 0 | 0 | 0 |
| registers | 0 | 0 | 0 |
| logic | 0.000582 | 7.15 | 0.000306 |
| total | 0.000582 | 7.15 | 0.000306 |
-- synthesized netlist by cell type, drive strengths merged (10+ instances only) --
master   number  area [sq um]
nor2        216           818
nand4        41           263
o22ai        50           313
and2         29           184
nand3b       12          90.1
or3          30           193
buf          74           418
ha          173          2160
or2          21           131
inv         104           390
a211oi       58           440
a21o         39           293
o2111ai      11          96.3
and4         15           131
and3         22           138
a22oi        16           120
a21oi       185           945
mux2i        87           871
mux4         16           360
nand3        63           315
o311ai       14           163
o211ai       56           430
a211o        13           114
a221o        20           200
a21boi       10          82.6
xor2         35           322
xnor2       105           935
o211a        12           120
nor4         62           474
mux2         23           259
nor3         89           450
nor2b        37           231
o21ai       152           764
a31oi        24           150
o31ai        31           233
nand2b       31           194
a221oi       25           238
o221ai       17           149
a311oi       10          93.8
o21bai       14           105
o21a         20           150
nor3b        11          82.6
or4          20           158
nand2       200           753
clkbuf       91           342
-- critical path: stages --
cell and delay, ps:
clkdlybuf4s50_1 450, buf_4 310, inv_1 350, ha_1 1000, nor2_2 200, a221oi_2 570, a21oi_1 250, nor4_1 360
a2bb2oi_1 530, nand4_1 360, nor4_2 680, nand4_1 260, nor3b_1 320, xnor2_1 150, o211ai_1 110, or4b_1 550
nor4_2 170, clkdlybuf4s50_1 510
-- metal layers --
layer	vias up	track usage	part of all wire
met5	-	0	0.00014
li1	9538	-	-
met2	1313	0.453	0.41
met3	215	0.0956	0.13
met4	2	0.117	0.049
met1	9883	0.428	0.41
-- worst min path at each step --
| stage | from | end | slack, ps | depth (start not counted) |
|---|---|---|---|---|
| final | Card[1] | F[1] | 7350 | 4 |
| after global routing | Card[1] | F[1] | 7340 | 4 |
| after CTS | Card[1] | F[1] | 7320 | 4 |
-- cell families after synthesis --
group                    count (synthesis)  share of synthesized area
buffers and inverters                  272                     0.0684
AND-OR/OR-AND                          853                      0.349
other                                    1                   0.000221
AND/OR/NAND/NOR                        927                      0.289
adder cells (fa/ha/maj)                177                      0.132
XOR/XNOR                               140                     0.0740
multiplexers                           126                     0.0878
Power figures rest on the tool's default switching activity, not on a simulated workload.
