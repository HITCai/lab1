### ./run.sh
#!/bin/bash
# OpenROAD 26Q1-2900-gdf79404cd8, Yosys 0.63+post, stock flow scripts
make -C /OpenROAD-flow-scripts/flow DESIGN_CONFIG=/design/flow/config.mk WORK_HOME=/design/flow/orfs finish
### ./config.mk
export PLATFORM = sky130hd
export DESIGN_NAME = ID_EX
export DESIGN_NICKNAME = ID_EX
export VERILOG_FILES = /design/flow/design.v
export SDC_FILE = /design/flow/constraint.sdc
export NUM_CORES = 4
export LEC_CHECK = 1
export CORE_AREA = 10 10 263 263
export DIE_AREA = 0 0 273 273
### ./constraint.sdc
current_design ID_EX

set clk_period 6.6
set clk_io_pct 0.2

create_clock -name clk0 -period $clk_period [get_ports {clk}]

set non_clock_inputs [all_inputs -no_clocks]
set_input_delay [expr $clk_period * $clk_io_pct] -clock clk0 $non_clock_inputs
set_output_delay [expr $clk_period * $clk_io_pct] -clock clk0 [all_outputs]
### ./design.v
`timescale 1ns / 1ps
module Container(
    input wire [31:0] in,
    input clk,
    input resetn,
    output reg [31:0] out
    );
    always @(posedge clk) begin
    if(!resetn) out <= 32'h00000000;
    else out <= in;
    end
endmodule
`timescale 1ns / 1ps
module ID_EX(
        input clk,
        input resetn,
        input [31:0] cpc,
        output reg [31:0] outpc,
        input [1:0] pcsourse,
        output reg [1:0] outpcsourse,
        input [31:0] npc,
        input [31:0] bpc,
        output reg [31:0] npcout,
        output reg [31:0] bpcout,
        input wmem,
        input wreg,
        input [4:0] aluc,
        input [1:0] m2reg,
        input [2:0] asourse,
        input [2:0] bsourse,
        output reg outwmem,
        output reg outwreg,
        output reg [4:0] outaluc,
        output reg [1:0] outm2reg,
        output reg [2:0] outasourse,
        output reg [2:0] outbsourse,
        input [31:0] ID_ra,
        input [31:0] ID_rb,
        input [31:0] ID_Imm,
        output [31:0] EX_ra,
        output [31:0] EX_rb,
        output [31:0] EX_Imm,
        input [4:0] ID_rn,
        output reg [4:0] EX_rn,
        input [31:0] ID_inst,
        output [31:0] EX_inst
    );
    Container ID_EX_IR(
        .resetn(resetn),
        .in(ID_inst),
        .out(EX_inst),
        .clk(clk)
    );
    Container Imm(
        .resetn(resetn),
        .in(ID_Imm),
        .out(EX_Imm),
        .clk(clk)
    );
    Container A(
        .resetn(resetn),
        .in(ID_ra),
        .out(EX_ra),
        .clk(clk)
    );
    Container B(
        .resetn(resetn),
        .in(ID_rb),
        .out(EX_rb),
        .clk(clk)
    );
    always @(posedge clk) begin
        if(!resetn)begin
        outpc <= cpc;
        EX_rn <= 32'h00000000;
        outwmem <= 32'h00000000;
        outwreg <= 32'h00000000;
        outaluc <= 32'h00000000;
        outm2reg <= 32'h00000000;
        outasourse <= 0;
        outbsourse <= 0;
        npcout <= 32'h00000000;
        bpcout <= 32'h00000000;
        outpcsourse <= 0;
        end
        else if (ID_inst == 32'h00000000) begin
        EX_rn <= 5'b00000;
        outwmem <= 32'h00000000;
        outwreg <= 32'h00000000;
        outaluc <= 6'b000000;
        outm2reg <= 0;
        outasourse <= 0;
        outbsourse <= 0;
        npcout <= 32'h00000000;
        outpc <= cpc;
        bpcout <= bpc;
        end
        else begin
        outpcsourse <= pcsourse;
        EX_rn <= ID_rn;
        outwmem <= wmem;
        outwreg <= wreg;
        outaluc <= aluc;
        outm2reg <= m2reg;
        outasourse <= asourse;
        outbsourse <= bsourse;
        npcout <= npc;
        bpcout <= bpc;
        outpc <= cpc;
    end
    end
endmodule
==> reports/metrics.yaml <==
portBuffers: 493
worst_setup_path_start_kind: "input port"
synth_flops: 246
p_leak_nw: 5.08
relSlewSlack_pct: 51.4
dp_hpwl_um: 21900
async_reset_ff_share_pct: 0
critical_path.cell_chain: "clkdlybuf4s50_1, nor4_2, and4_4, a21oi_4, buf_4, and2_4"
wl_um: 27500
die.size.y_um: 273
clock_path_buffers: 3
root_buffer: "clkbuf_16"
viasPerCell: 2.81
ys.warnings.count: 2
tns_ns: 0
rsz0062_at_grt: "no"
netlist.area_leader.share_pct: 73.7
fmax_ghz: 0.333
seq_power_share_pct: 45.1
p_sw_share_pct: 21.2
fin_crit_ns: 3.00
fin_cells: 1870
grt-ovfl-total: 0
syn-instance-count: 501
crit_path_top_delay_cell: "nor4_2"
drt_iter0_markers: 126
max_cap_viol_count: 0
wl_per_cell_um: 14.7
cts_tree: "built"
ios: 494
cp_top_family: "simple AND/OR/NAND/NOR gates"
fill_cells: 6650
drc: 0
finClkSkew_ns: 0
fin_hold_ws_ns: 0.473
grt_use_total_pct: 7.00
grt_pass1_vias: 5677
arrival_ns: 3.46
worst-path-buf-inv: 2
final_layout_size_suffix_gt1_share_pct: 10.8
period_used_pct: 45.5
cts_hold_buf: 0
p_per_area_mw_per_mm2: 260
power.share.clock_pct: 44.1
htree_levels: 1
path_class: "input port to flip-flop"
insertion_delay_ns: 0.56
slew_violations: 0
seq_area_mm2: 0.00492
ff_type: "dfxtp_1"
antenna_found_initial: 4
place_inst: 1820
place_area_mm2: 0.0126
std_cell_rows: 92
post-cts-setup-buffer-count: 0
status: "finished, final reports clean"
postLayoutCellArea_mm2: 0.0135
top_area_cell: "dfxtp_1"
required_ns: 7.05
cts_num_sinks: 246
end_kind: "flip-flop"
die_x_um: 273
drt_pass1_iterations: 4
grt_max_degree: 98
ys_top_cells_by_area: "dfxtp_1, and2_1, and2_4"
cp_slowest_stage_delay_ns: 0.65
tool_warnings: 25
gp_congestion: 0.825
logic_area_mm2: 0.00163
area_delta_synth_final_pct: 102
ys_cells: 501
irDropWorstVdd_v: 0.000214
fp_util_pct: 10.6
edf_count: 0
setup_viol: 0
coreArea_mm2: 0.0632
yosys.stat.seqShare_pct: 73.7
power.internal_w: 0.00277
yosys_area_mm2: 0.00669
grt_pass1_wl_um: 38300
path_clk_slew_ns: 0.06
cts_resized: 0
num_vias: 5248
antenna_cells: 0
tightestPinTransition_ns: 0.729
cp_max_fo: 52
finalHoldViolCount: 0
p_sw_w: 0.000746
die_area_mm2: 0.0745
ys_top_cells_by_count: "dfxtp_1, and2_1, and2_4, clkbuf_1, nor4_2"
postRouteAntennaNets: 0
syn_area_mm2: 0.00669
min_path_type: "flip-flop to flip-flop"
power_frac_comb_pct: 10.8
postSynthAreaPerCell_um2: 13.3
synth_cell_types: 13
cts_inserted_buffers: 28
most_common_cell: "dfxtp_1"
==> cells by family after synthesis <==
logic type	count (synthesis)	share of synthesized area, %
DFF	246	73.7
AOI/OAI and AO/OA	5	0.543
buffers and inverters	24	1.91
and+or+nand+nor	226	23.9
==> per-stage QoR <==
step | total power, W | util, % | worst slack (ns)
after floorplan | 0.00167 | - | 4.24
after global placement | 0.00201 | 19.9 | 3.00
after detailed placement | 0.00201 | 19.9 | 2.98
after CTS | 0.00361 | 21.4 | 3.55
after global routing | 0.00368 | 21.4 | 3.49
final | 0.00351 | 21.4 | 3.60
==> worst register-to-register path: stages (launching register included) <==
cell and delay, ns:
dfxtp_1 0.33, nand3_1 0.08, a21oi_1 0.12
==> flip-flops by register name, indices dropped and copies added, names as in the netlist <==
register	flops
EX_rn	5
outm2reg	2
ID_EX_IR.out	32
B.out	32
outpc	32
A.out	32
outaluc	5
outwreg	1
outbsourse	3
outwmem	1
bpcout	32
npcout	32
outasourse	3
Imm.out	32
outpcsourse	2
==> path summary, 6_finish.rpt <==
| check | start | endpoint | slack, ns | cells after the start |
|---|---|---|---|---|
| max | ID_inst[9] | npcout[14]$_SDFF_PP0_ | 3.60 | 6 |
| min | outpcsourse[1]$_SDFFE_PN0P_ | outpcsourse[1]$_SDFFE_PN0P_ | 0.47 | 2 |
| max reg2reg | outpcsourse[0]$_SDFFE_PN0P_ | outpcsourse[0]$_SDFFE_PN0P_ | 5.99 | 2 |
| min reg2reg | outpcsourse[1]$_SDFFE_PN0P_ | outpcsourse[1]$_SDFFE_PN0P_ | 0.47 | 2 |
==> layout make-up <==
class                           count  area share (%)
Multi-Input combinational cell    231            12.1
Tap cell                          846            7.84
Clock inverter                     11           0.714
Sequential cell                   246            36.5
Timing Repair Buffer              496            36.7
Clock buffer                       39            6.10
Inverter                            1          0.0278
==> power by group through the flow <==
stage     registers [W]  logic [W]  clock network (W)
5_1_grt         0.00159   0.000411            0.00167
6_report        0.00159   0.000379            0.00155
4_1_cts         0.00159   0.000391            0.00163
==> per-layer routing <==
metal | global-route usage [%] | wire length [um]
met5 | 0 | 32
met4 | 2.28 | 1030
met3 | 3.50 | 3520
met2 | 11.7 | 12800
met1 | 7.66 | 10100
==> placed cells by master, fill, tap and decap left out, types with 2 or more instances in the layout <==
| master | count |
|---|---|
| a21oi_1 | 2 |
| o21ai_0 | 2 |
| clkdlybuf4s50_1 | 492 |
| inv_6 | 2 |
| nand3_1 | 2 |
| clkinv_2 | 5 |
| clkbuf_16 | 29 |
| and2_1 | 162 |
| and2_4 | 50 |
| and4_4 | 2 |
| nand4_1 | 2 |
| clkinvlp_4 | 2 |
| nor4_2 | 8 |
| buf_4 | 4 |
| clkbuf_8 | 6 |
| clkbuf_1 | 4 |
| dfxtp_1 | 246 |
Power and IR drop assume default switching activity.
